==> design.v <==
module demosaic(clk, reset, in_en, data_in, wr_r, addr_r, wdata_r, rdata_r, wr_g, addr_g, wdata_g, rdata_g, wr_b, addr_b, wdata_b, rdata_b, done);
input clk;
input reset;
input in_en;
input [7:0] data_in;
output reg wr_r;
output reg [13:0] addr_r;
output reg [7:0] wdata_r;
input [7:0] rdata_r;
output reg wr_g;
output reg [13:0] addr_g;
output reg [7:0] wdata_g;
input [7:0] rdata_g;
output reg wr_b;
output reg [13:0] addr_b;
output reg [7:0] wdata_b;
input [7:0] rdata_b;
output reg done;
reg [4:0] state, nextstate;
reg [13:0] coordinate=13'd1;
reg [3:0] counter=0;
reg [13:0] addr=0;
reg [9:0] result_b=0;
reg [9:0] result_g=0;
reg [9:0] result_r=0;
localparam R_DATA=0;
localparam FIND=1;
localparam INTER=2;
localparam WRITE=3;
localparam ENDING=4;
localparam INIT=5;
always@(posedge clk or posedge reset)begin
    if(reset) state<=INIT;
    else state<=nextstate;
end
always@(*)begin
    case(state)
        INIT: nextstate=R_DATA;
        R_DATA: begin
            if(coordinate==16383) nextstate=FIND;
            else nextstate=R_DATA;
        end
        FIND: begin
            if(counter==4) nextstate=INTER;
            else nextstate=FIND;
        end
        INTER: nextstate=WRITE;
        WRITE:begin
            if(coordinate==16383) nextstate=ENDING;
            else nextstate=FIND;
        end
        ENDING: nextstate=INIT;
    endcase
end
always@(posedge clk or posedge reset)begin
    if(reset)begin
        done<=0;
    end
    else begin
        case(state)
            INIT:begin
                if(in_en) done<=0;
            end
            R_DATA:begin  
                if(coordinate[6:0]%2==0 && coordinate[13:7]%2==1)begin
                    wr_r<=0; wr_g<=0; wr_b<=1;
                    addr_b<=coordinate;
                    wdata_b<=data_in;
                end
                else if(coordinate[6:0]%2==1 && coordinate[13:7]%2==0)begin
                    wr_r<=1; wr_g<=0; wr_b<=0;
                    addr_r<=coordinate;
                    wdata_r<=data_in;
                end
                else begin
                    wr_r<=0; wr_g<=1; wr_b<=0;
                    addr_g<=coordinate;
                    wdata_g<=data_in;
                end
                coordinate<=coordinate+1;
            end
            FIND:begin
                wr_r<=0; wr_g<=0; wr_b<=0;
                if(coordinate[6:0]%2==0 && coordinate[13:7]%2==1)begin
                    case(counter)
                        0:begin
                            addr_r<=coordinate-129;
                            addr_g<=coordinate-128;
                        end
                        1:begin
                            addr_r<=coordinate-127;
                            addr_g<=coordinate-1;
                            result_r<=result_r+rdata_r;
                            result_g<=result_g+rdata_g;
                        end
                        2:begin
                            addr_r<=coordinate+127;
                            addr_g<=coordinate+1;
                            result_r<=result_r+rdata_r;
                            result_g<=result_g+rdata_g;
                        end
                        3:begin
                            addr_r<=coordinate+129;
                            addr_g<=coordinate+128;
                            result_r<=result_r+rdata_r;
                            result_g<=result_g+rdata_g;
                        end
                        4:begin
                            result_r<=result_r+rdata_r;
                            result_g<=result_g+rdata_g;
                        end
                    endcase
                end
                else if(coordinate[6:0]%2==1 && coordinate[13:7]%2==0)begin
                    case(counter)
                        0:begin
                            addr_b<=coordinate-129;
                            addr_g<=coordinate-128;
                        end
                        1:begin
                            addr_b<=coordinate-127;
                            addr_g<=coordinate-1;
                            result_b<=result_b+rdata_b;
                            result_g<=result_g+rdata_g;
                        end
                        2:begin
                            addr_b<=coordinate+127;
                            addr_g<=coordinate+1;
                            result_b<=result_b+rdata_b;
                            result_g<=result_g+rdata_g;
                        end
                        3:begin
                            addr_b<=coordinate+129;
                            addr_g<=coordinate+128;
                            result_b<=result_b+rdata_b;
                            result_g<=result_g+rdata_g;
                        end
                        4:begin
                            result_b<=result_b+rdata_b;
                            result_g<=result_g+rdata_g;
                        end
                    endcase
                end
                else if(coordinate[6:0]%2==1 && coordinate[13:7]%2==1)begin
                    case(counter)
                        0:begin
                            addr_b<=coordinate-1;
                            addr_r<=coordinate-128;
                        end
                        1:begin
                            addr_b<=coordinate+1;
                            addr_r<=coordinate+128;
                            result_b<=result_b+rdata_b;
                            result_r<=result_r+rdata_r;
                        end
                        2:begin
                            result_b<=result_b+rdata_b;
                            result_r<=result_r+rdata_r;
                        end
                        default:begin 
                            result_b<=result_b;
                        end
                    endcase
                end
                else begin
                    case(counter)
                        0:begin
                            addr_b<=coordinate-128;
                            addr_r<=coordinate-1;
                        end
                        1:begin
                            addr_b<=coordinate+128;
                            addr_r<=coordinate+1;
                            result_b<=result_b+rdata_b;
                            result_r<=result_r+rdata_r;
                        end
                        2:begin
                            result_b<=result_b+rdata_b;
                            result_r<=result_r+rdata_r;
                        end
                        default:begin 
                            result_b<=result_b;
                        end
                    endcase
                end
                if(counter==4) counter<=0;
                else counter<=counter+1;
            end
            INTER:begin
                if(coordinate[6:0]%2==0 && coordinate[13:7]%2==1)begin
                    result_r<=result_r/4;
                    result_g<=result_g/4;
                end
                else if(coordinate[6:0]%2==1 && coordinate[13:7]%2==0)begin
                    result_b<=result_b/4;
                    result_g<=result_g/4;
                end
                else begin
                    result_b<=result_b/2;
                    result_r<=result_r/2;
                end
            end
            WRITE:begin
                if(coordinate[6:0]%2==0 && coordinate[13:7]%2==1)begin
                    wr_r<=1; wr_g=1; wr_b<=0;
                    addr_r<=coordinate; addr_g<=coordinate;
                    wdata_r<=result_r; wdata_g<=result_g;
                end
                else if(coordinate[6:0]%2==1 && coordinate[13:7]%2==0)begin
                    wr_r<=0; wr_g=1; wr_b<=1;
                    addr_b<=coordinate; addr_g<=coordinate;
                    wdata_b<=result_b; wdata_g<=result_g;
                end
                else begin
                    wr_r<=1; wr_g=0; wr_b<=1;
                    addr_b<=coordinate; addr_r<=coordinate;
                    wdata_b<=result_b; wdata_r<=result_r;
                end
                coordinate<=coordinate+1;
                result_b<=0;
                result_g<=0;
                result_r<=0;
            end
            ENDING:begin
                done<=1;
            end
        endcase
    end
end
endmodule
==> run.sh <==
#!/bin/bash
# OpenROAD 26Q1-2900-gdf79404cd8, Yosys 0.63+post, stock flow scripts
make -C /OpenROAD-flow-scripts/flow DESIGN_CONFIG=/design/flow/config.mk WORK_HOME=/design/flow/orfs finish
==> config.mk <==
export PLATFORM = sky130hd
export DESIGN_NAME = demosaic
export DESIGN_NICKNAME = demosaic
export VERILOG_FILES = /design/flow/design.v
export SDC_FILE = /design/flow/constraint.sdc
export NUM_CORES = 4
export LEC_CHECK = 1
export CORE_UTILIZATION = 40
==> constraint.sdc <==
current_design demosaic

set clk_period 7.4
set clk_io_pct 0.2

create_clock -name clk0 -period $clk_period [get_ports {clk}]

set non_clock_inputs [all_inputs -no_clocks]
set_input_delay [expr $clk_period * $clk_io_pct] -clock clk0 $non_clock_inputs
set_output_delay [expr $clk_period * $clk_io_pct] -clock clk0 [all_outputs]
==> metrics.yaml <==
status:
  status: "completed"
run:
  warnings: 34
  cap_violations: 0
drt:
  wire_per_inst_um: 19.1
  diodes: 0
  first_pass_iters: 5
  drtIter0Drc: 600
  drt-total-wl_um: 25700
  drc_errors: 0
  postRouteAntennaNets: 0
  vias_per_cell: 5.76
  dr_total_vias: 7753
clock_network:
  clk_path_buf_depth: 2
  cts-resized-gates: 0
  cts_root_buffer: "clkbuf_16"
  cts.hold.buffers_added: 0
  cts_setup_buffers: 0
  clock_latency_ns: 0.43
  cts_made_buffers: 17
  h-tree-depth: 4
  clkTransAtPathRegs_ns: 0.06
  cts_tree: "built"
synthesis:
  synth.distinct_cells: 78
  synth-async-reset-ratio: 0.0323
  synthCells: 979
  enable_flop_cells: 117
  yosys_cells: 979
  ys_ff: 124
  ys_chip_area_mm2: 0.00895
  synth_top_flop_cell: "edfxtp_1"
  postSynthAreaPerCell_um2: 9.15
  syn_area_mm2: 0.00895
  yosys_warnings: 1
cells_and_area:
  layout_top_cell: "nand2_1"
  layout.cells.most_common_list: "124 x nand2_1, 117 x edfxtp_1, 104 x clkdlybuf4s50_1, 73 x nor2_1, 60 x o21ai_0"
  design_area_mm2: 0.0108
  syn_to_final_growth_pct: 20.7
  drive_above_1_share: 0.0638
  fin_util: 0.494
  final_cells: 1346
sta:
  unclocked_pins: 3
  finalMaxSlewViolations: 0
  relSlewSlack: 0.509
  fmax_ghz: 0.248
  layout_min_cycle_time_ns: 4.03
  skew_ns: 0.0148
  finalClockPeriodUsage: 0.544
  rsz0062_at_grt: "no"
  hold_violations: 0
  setup_ws_ns: 3.37
  untimed_endpoints: 6
  worst_slew_pin_slew_ns: 0.736
  fin_setup_tns_ns: 0
  setup_viol: 0
global_route:
  grt.total_usage: 0.239
  grt_pass1_wl_um: 40200
  grt_pass1_vias: 7303
  overflow: 0
  antenna_found_initial: 0
  grt_max_degree: 48
place:
  finalWeightedCongestion: 0.918
  placed_area_mm2: 0.0102
  dp_hpwl_um: 18600
  place_ws_ns: 3.38
  portBuffers: 104
  placed_cells: 1314
critical_path:
  path_cells: "inv_1, ha_1, or3b_1, buf_4, nand2_1, nand2_1, ha_1, o211ai_1, a21oi_1, o41a_1, a311o_1, mux2i_1, or3_1"
  cp.required_ns: 7.57
  cpPeakStageDelay_ns: 0.47
  crit_type: "flop to flop"
  crit_fanout: 27
  worst_setup_path_end_kind: "flop"
  worstPathArrival_ns: 4.20
  crit_slowest_cell: "o41a_1"
  start_kind: "flop"
hold_path:
  hold_class: "flop to flop"
die:
  fp-utilization: 0.409
  design.core.area_mm2: 0.0219
  chipArea_mm2: 0.0230
  die_w_um: 152
  ios: 105
  rows: 54
  die_h_um: 152
power:
  powerDensity_mw_per_mm2: 164
  max-vdd-ir-drop_v: 0.000114
  p_leak_nw: 4.01
## stage by stage
stage	hold slack, ns	power (W)
after global placement	0.501	0.000958
after detailed placement	0.510	0.000958
final	0.536	0.00177
after CTS	0.540	0.00179
after floorplan	0.445	0.000896
after global routing	0.564	0.00184
## layer usage
metal / wire length (um) / vias up / GRT usage
li1: - / 3820 / -
met1: 11400 / 3653 / 0.365
met2: 12300 / 254 / 0.376
met3: 1620 / 26 / 0.0449
met4: 379 / 0 / 0.0327
met5: 0 / - / 0
## worst max-delay path: cells and delay by family (launching register included)
family / cells / cell delay (ns)
AND-OR/OR-AND: 4 / 1.18
AND/OR/NAND/NOR: 4 / 1.03
adder cells (fa/ha/maj): 2 / 0.65
flip-flops: 1 / 0.43
buffers and inverters: 2 / 0.35
multiplexers: 1 / 0.13
## where the power goes
part | internal (W) | leakage, nW | switching [W] | total (W)
registers | 0.000763 | 1.14 | 0.0000118 | 0.000775
logic | 0.0000830 | 2.58 | 0.0000866 | 0.000170
clock network | 0.000454 | 0.291 | 0.000372 | 0.000826
total | 0.00130 | 4.01 | 0.000470 | 0.00177
## cells in the mapped netlist (17+ instances only)
cell type,count,area (um^2)
xnor2_1,29,254
mux2i_1,26,260
nor2_1,73,274
o22ai_1,25,156
xor2_1,17,149
o21ai_0,60,300
nand3_1,32,160
ha_1,49,613
a21oi_1,52,260
nand2_1,124,465
clkbuf_1,55,206
inv_1,39,146
nor3_1,33,165
edfxtp_1,117,3510
## path summary, 6_finish.rpt
kind	slack (ns)	startpoint	cells past startpoint	endpoint
min in group asynchronous	1.35	reset	2	done$_DFFE_PP0P_
max in group asynchronous	5.83	reset	2	state[0]$_DFF_PP1_
worst min-delay path	0.54	done$_DFFE_PP0P_	2	done$_DFFE_PP0P_
worst min register to register	0.54	done$_DFFE_PP0P_	2	done$_DFFE_PP0P_
worst max register to register	3.37	counter[1]$_SDFFCE_PP0P_	13	addr_r[12]$_DFFE_PP_
worst max-delay path	3.37	counter[1]$_SDFFCE_PP0P_	13	addr_r[12]$_DFFE_PP_
## registers in the layout, summed over array words and instances (netlist names)
name / count
wr_g: 1
done: 1
coordinate: 14
wdata_r: 8
addr_g: 14
nextstate: 3
result_g: 10
counter: 4
wdata_g: 8
wr_r: 1
state: 3
wr_b: 1
addr_b: 14
wdata_b: 8
addr_r: 14
result_r: 10
result_b: 10
## cells by family after synthesis
family | count (synthesis) | share of synthesized area
xor gates and xnor gates | 46 | 0.0450
muxes | 27 | 0.0303
latches | 3 | 0.00503
AOI/OAI and AO/OA | 282 | 0.211
buffers and inverters | 107 | 0.0475
and+or+nand+nor | 340 | 0.180
DFF | 121 | 0.404
adders and majority gates | 53 | 0.0774
## cell type report
cell class              instances  area (um^2)
multi-input cells             748         4870
repair buffers                123         1180
inverters                      39          146
clock buffers                  17          425
well taps                     280          350
flip-flops and latches        124         3660
clock inverters                15          169
fillers                      2046        11100
Power figures rest on the tool's default switching activity, not on a simulated workload.
