==> /design/flow/design.v <==
module AEC(clk, rst, ascii_in, ready, valid, result);
input clk;
input rst;
input ready;
input [7:0] ascii_in;
output reg valid;
output reg [6:0] result;
reg [2:0] state, nextstate;
localparam DATAIN = 3'b000;
localparam POSTFIX = 3'b001;
localparam CALCULATE = 3'b010;
localparam OUT = 3'b011;
localparam WAIT = 3'b100;
reg [7:0] data_in;
reg [7:0] out [0:15]; 
reg [4:0] outp, outp1;
reg [7:0] stack [0:15]; 
reg [7:0] stack1 [0:15]; 
reg [4:0] sp, sp1; 
reg [7:0] arraydata [0:15];
reg [4:0] ap;
reg [4:0] stack_bracket_count; 
integer i; 
always@(posedge clk or posedge rst)begin
if(rst)begin
    valid=0;
    result=0;
    outp=1;
    outp1=1;
    sp=1;
    sp1=1;
    ap=0;
    stack_bracket_count=1;
    for(i=0;i<16;i=i+1)begin
        out[i]<=255;
        stack[i]<=255;
        stack1[i]<=255;
        arraydata[i]<=255;
    end
end
else begin
    case(state)
    DATAIN:begin
        if(ascii_in)begin
            if(data_in=="=")begin
                ap<=0;
            end
            else begin
                arraydata[ap]<=data_in;
                ap<=ap+1;
            end
        end
    end
    POSTFIX:begin
        case(arraydata[ap])
        1,2,3,4,5,6,7,8,9,0,10,11,12,13,14,15:begin   
            out[outp]<=arraydata[ap];
            outp<=outp+1;
            ap<=ap+1;
        end
        "*":begin
            if(stack[sp-1]=="*")begin
                out[outp]<=stack[sp-1];
                outp<=outp+1;
                stack[sp-1]<=arraydata[ap];
                ap<=ap+1;
            end
            else begin
                stack[sp]<=arraydata[ap];
                sp<=sp+1;
                ap<=ap+1;                
            end
        end
        "+","-":begin
            if(stack[sp-1]=="+"||stack[sp-1]=="-"||stack[sp-1]=="*")begin
                out[outp]<=stack[sp-1];
                outp<=outp+1;
                sp<=sp-1;
            end
            else begin
                stack[sp]<=arraydata[ap];
                sp<=sp+1;
                ap<=ap+1;
            end
        end
        "(":begin
            stack[sp]<=arraydata[ap];
            sp<=sp+1;
            ap<=ap+1;            
        end
        ")":begin
            if(stack[sp-1]!="(")begin
                out[outp]<=stack[sp-1];
                outp<=outp+1;
                sp<=sp-1;
            end
            else begin
                sp<=sp-1;
                ap<=ap+1;
            end
        end
        255:begin
            if(sp!=0)begin                
                out[outp]<=stack[sp-1];
                outp<=outp+1;
                sp<=sp-1;
            end
        end
        endcase
    end
    CALCULATE:begin
        case(out[outp1])
        1,2,3,4,5,6,7,8,9,0,10,11,12,13,14,15:begin
            stack1[sp1]<=out[outp1];
            sp1<=sp1+1;
            outp1<=outp1+1;
        end
        "*":begin
            if(out[outp1+1]==255) sp1<=0;
            else sp1<=sp1-1;
            stack1[sp1-2]<=stack1[sp1-1]*stack1[sp1-2];
            outp1<=outp1+1;          
        end
        "+":begin
            if(out[outp1+1]==255) sp1<=0;
            else sp1<=sp1-1;
            stack1[sp1-2]<=stack1[sp1-1]+stack1[sp1-2];
            outp1<=outp1+1;
        end
        "-":begin
            if(out[outp1+1]==255) sp1<=0;
            else sp1<=sp1-1;
            stack1[sp1-2]<=stack1[sp1-2]-stack1[sp1-1];
            outp1<=outp1+1;
        end
        endcase
    end
    OUT:begin
        valid<=1;
        result<=stack1[1];
    end
    WAIT:begin
        valid=0;
        result=0;
        outp=0;
        outp1=0;
        sp=1;
        sp1=1;
        ap=0;
        stack_bracket_count=1;
        for(i=0;i<16;i=i+1)begin
            out[i]<=255;
            stack[i]<=255;
            stack1[i]<=255;
            arraydata[i]<=255;
        end
    end
    endcase
end
end
always@(*)begin
    case(ascii_in)
        10'd48: data_in = 0;
        10'd49: data_in = 1;
        10'd50: data_in = 2;
        10'd51: data_in = 3;
        10'd52: data_in = 4;
        10'd53: data_in = 5;
        10'd54: data_in = 6;
        10'd55: data_in = 7;
        10'd56: data_in = 8;
        10'd57: data_in = 9;
        10'd97: data_in = 10;
        10'd98: data_in = 11;
        10'd99: data_in = 12;
        10'd100: data_in = 13;
        10'd101: data_in = 14;
        10'd102: data_in = 15;
        10'd40: data_in = "(";
        10'd41: data_in = ")";
        10'd42: data_in = "*";
        10'd43: data_in = "+";
        10'd45: data_in = "-";
        10'd61: data_in = "=";
    endcase
end
always@(posedge clk or posedge rst)begin
    if(rst) state=DATAIN;
    else state=nextstate;
end
always@(*)begin
    case(state)
    DATAIN:begin
        if(data_in=="=") nextstate=POSTFIX;
        else nextstate=DATAIN;
    end
    POSTFIX:begin
        if(sp==0) nextstate=CALCULATE;
        else nextstate=POSTFIX;
    end
    CALCULATE:begin
        if(sp1!=0) nextstate=CALCULATE;
        else nextstate=OUT;
    end
    OUT:begin
        nextstate<=WAIT;
    end
    WAIT:begin
        nextstate<=DATAIN;
    end
    default:begin
        nextstate<=DATAIN;
    end
    endcase
end
endmodule
==> /design/flow/run.sh <==
#!/bin/bash
# OpenROAD 26Q1-2900-gdf79404cd8, Yosys 0.63+post, stock flow scripts
make -C /OpenROAD-flow-scripts/flow DESIGN_CONFIG=/design/flow/config.mk WORK_HOME=/design/flow/orfs finish
==> /design/flow/config.mk <==
export PLATFORM = sky130hd
export DESIGN_NAME = AEC
export DESIGN_NICKNAME = AEC
export VERILOG_FILES = /design/flow/design.v
export SDC_FILE = /design/flow/constraint.sdc
export NUM_CORES = 4
export LEC_CHECK = 1
export CORE_UTILIZATION = 30
==> /design/flow/constraint.sdc <==
current_design AEC

set clk_period 8.4
set clk_io_pct 0.2

create_clock -name clk0 -period $clk_period [get_ports {clk}]

set non_clock_inputs [all_inputs -no_clocks]
set_input_delay [expr $clk_period * $clk_io_pct] -clock clk0 $non_clock_inputs
set_output_delay [expr $clk_period * $clk_io_pct] -clock clk0 [all_outputs]
==> notes.md <==
Implementation summary

The data arrival time reported for the critical path is 7.60 ns. Global routing used roughly a fifth of the available tracks across all layers. The clock tree synthesis step divided the H-tree into 2 levels.

In the final layout, the share of cells above drive strength 1 is between 30% and 40%. The pin closest to its max-slew limit shows a slew of roughly 0.98 ns. STA classifies the critical path endpoint as a register. The prevailing post-synth register cell is dfstp_2. The worst setup path is launched from a register. The analysis attributes to cell leakage a power of 12.38 nW. The number of clock buffers inserted by TritonCTS is 58. The yosys stat cell total is 3125.

In this run the standard cell core region covers 100700 sq um. The final report gives the core utilization as 34.13%. After synthesis, the chip area reported by Yosys is just over 30000 sq um. The clock period minus final worst setup slack is ~7.0 ns.

The first global-routing pass estimated 156.2 mm of wire. The clock slew at the register clock pins of the worst setup and hold paths is 0.06 ns. The end-of-flow timing check tallies setup violations at 0. The cell at the root of the clock tree is clkbuf_16. The internal power component is 4.025 mW.

By instance count, the cell type seen most on the critical path is inv_1. Once detailed placement completed, the half-perimeter wirelength came to 68.38 mm. The global route stage reports its total congestion overflow as 0. After floorplanning, the die was sized to cover 103600 sq um. The final cycle utilization of the critical path is 83.23%.

The number of setup buffers added after CTS is 0. Per the log, the first TritonRoute iteration ended with a DRC count of 2258. The via density per instance is 5.689. The count of port buffers added during placement is 17.

The count of unclocked register or latch pins is 6. The number of global-route vias before repair was 24620. Setup repair after global routing left no endpoint under its margin.

The initial antenna violation count is 1. The total wire length is 100.7 mm. The buffers plus inverters on the worst setup path is 7. In the final layout, flip-flops and latches occupy 13590 sq um.

The report counts max-capacitance violations totalling 0. The critical path endpoint has a required time of 9.01 ns. The total I/O pin count is 19.

In the synthesized netlist the async set-or-reset flop fraction comes to 98.85%. Per the layout area report, the combinational gate area comes to 15710 sq um. Looking at the power breakdown, combinational cells take 1.3% of the total. The deepest clock path buffer count is 3. The die extent in y is roughly 320 um. The critical path is of the reg2reg type. The flow ran to the end, and the final reports show no timing, DRC or antenna violations.

The post-synth tally of flip-flops with integrated enable is 0. By area the synthesized netlist is led by dfstp_2, mux2_2, nand2_1, o21ai_0, nor2_1. By count the netlist is led by dfstp_2, nand2_1, nor2_1, o21ai_0, clkbuf_1.

In this run the remaining antenna-violating nets after routing total 0. The per-instance average area after synthesis is 9.821 sq um. The worst hold slack across all endpoints is 0.4624 ns. The final timing report lists a max-slew violation count of 0. IR analysis of the VDD net gives a maximum drop of about 0.16 mV. Summed over all nets, the switching power comes to 1.171 mW. The power density normalized to cell area is ~150 nW/um^2. Sorting the Yosys area breakdown by cell type puts at the top dfstp_2. Post-CTS repair changed the size of 0 cells. The count of vias placed by the detailed router is 25450. The gate-level netlist out of Yosys references 109 unique cell types.

Counting the warning lines in the Yosys log gives 5. Setup total negative slack on the finished layout was measured at 0 ns. The final hold violation count is 0. The net switching share of the total power is 22.54%. 6 endpoints have no timing constraint. TritonRoute output was used to compute an average wire per cell of 22.50 um.

The total number of placement rows is 116. The final RePlAce weighted congestion is 0.9930. The count of TritonRoute iterations in the first routing pass is 9. The number of flip-flops and latches in the synthesized netlist is 521. In the final layout, the fill cell count is 10160. The die is 321.9 um wide. The sequential group share of total power is 48.0%. Among all cell types in the netlist, the one instantiated most often is dfstp_2. Before any placement, the netlist area is recorded as 30690 sq um. The setup clock skew after layout is 0.05938 ns. The floorplan step records an initial core utilization of 30.47%. The library cell contributing the largest single delay on the critical path is dfrtp_1. The cell count after synthesis is 3125. The CTS tree is built. Yosys reports that the leading cell type by area covers 41.52% of the netlist area.

The largest fanout of any net on the critical path is 16. The highest clock rate this design can be run at is about 140 MHz. The kind of path behind the tightest hold check is reg2reg. The remaining design rule violation count is 0.

The clock power share is approximately 51%. The latest clock arrival within the worst-skew pair is a little under 0.7 ns. The delay of the slowest cell on the worst path is 0.65 ns. The largest net degree at the start of global routing is 128. Relative to the synthesized area, the layout overhead comes to 11.99%.

Per the slew report, the remaining headroom to the max-slew limit stands at around 34%. The family with the most delay on the worst path is adder cells. The logs give a warning total of around 54. Buffers inserted to repair hold after CTS numbered 0.
[sequential cells by signal, summed over array words and instances, names as in the netlist]
name	cells
ap	4
outp1	4
stack1	112
stack	128
out	128
valid	1
state	5
sp	5
outp	4
sp1	5
arraydata	112
result	7
data_in	6
[power groups by stage]
| stage | registers [mW] | clock network (mW) | logic (mW) |
|---|---|---|---|
| 6_report | 2.50 | 2.63 | 0.0664 |
| 5_1_grt | 2.49 | 2.78 | 0.0778 |
| 4_1_cts | 2.49 | 2.70 | 0.0698 |
[logic make-up (layout without fill, tap and decap cells)]
group | Yosys count | after routing | share of synthesized area, %
AND-OR/OR-AND | 1007 | 1007 | 24.85
AND/OR/NAND/NOR | 943 | 943 | 14.64
flip-flops | 515 | 515 | 43.97
buffers and inverters | 348 | 338 | 4.794
multiplexers | 212 | 212 | 7.778
adder cells (fa/ha/maj) | 60 | 60 | 2.666
XOR/XNOR | 34 | 34 | 1.015
latches | 6 | 6 | 0.2935
other | 0 | 1 | 0
[cell usage in the layout (no fill, tap or decap), types with 36 or more instances in the layout]
cell / n
a31oi_1: 62
nand2_1: 368
a21oi_1: 142
clkbuf_16: 59
buf_4: 105
a221o_1: 49
o22a_1: 48
nand3_1: 99
a222oi_1: 36
a22oi_1: 107
nor2_1: 214
inv_1: 104
a221oi_1: 48
dfstp_2: 485
mux2_2: 134
ha_1: 50
mux2i_1: 69
o21ai_0: 206
[worst register-to-register path: stages, from the launching register on]
cell and delay [ns]:
dfrtp_1 0.65, inv_1 0.19, ha_1 0.29, xnor2_2 0.40, buf_4 0.32, nand2_1 0.10
a2111o_1 0.61, o21ai_0 0.14, o22ai_1 0.21, inv_1 0.18, nand2_1 0.09, fa_1 0.44
fa_1 0.55, inv_1 0.05, ha_1 0.27, inv_1 0.05, fa_1 0.54, inv_1 0.04
ha_1 0.31, a21oi_1 0.21, xnor2_1 0.20, xnor2_1 0.17, xnor2_1 0.16, xnor2_1 0.16
o211ai_1 0.10, buf_4 0.21, mux2_2 0.29
[path summary, 6_finish.rpt]
path | from | end | slack (ns) | cells past startpoint
worst max-delay path | sp1[2] | stack1[11][6] | 1.41 | 26
worst min-delay path | stack[11][4] | stack[11][4] | 0.46 | 2
worst max register to register | sp1[2] | stack1[11][6] | 1.41 | 26
worst min register to register | stack[11][4] | stack[11][4] | 0.46 | 2
max in group asynchronous | rst | result[6] | 5.21 | 5
min in group asynchronous | rst | sp[4] | 1.55 | 3
[through the flow]
step	instance area (sq um)	total power, mW	setup slack [ns]	cells
detailed placement	32380	2.600	1.520	4365
global route	34370	5.356	1.022	4472
finish	34370	5.196	1.408	4473
global placement	32380	2.600	1.508	4365
floorplan	30700	2.569	0.1217	3125
CTS	34370	5.269	1.450	4472
[per-layer routing]
layer	share of wire [%]	track usage (%)
met3	7.2	3.991
met2	45	29.80
met5	0.013	0.2364
met1	44	29.95
met4	3.9	6.413
[layout make-up]
type	count	share of cell area (%)
clock buffers	81	4.972
multi-input cells	2256	45.71
repair buffers	123	2.847
diodes	1	0.007280
inverters	108	1.190
flip-flops and latches	521	39.53
well taps	1357	4.940
clock inverters	26	0.8045
Power is estimated from default activity; no workload was simulated.
