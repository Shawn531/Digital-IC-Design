==> /design/flow/design.v <==
`timescale 1ns/10ps
module  ATCONV(
 input  clk,
 input  reset,
 output reg busy, 
 input  ready, 
 output reg [11:0] iaddr,
 input signed [12:0] idata,
 output reg  cwr,
 output  reg [11:0] caddr_wr,
 output reg  [12:0]  cdata_wr,
 output reg  crd,
 output reg [11:0]  caddr_rd,
 input  [12:0]  cdata_rd,
 output reg  csel
 );
reg signed[12:0]k1=0;
reg signed[12:0]k2=0;
reg signed[12:0]k3=0;
reg signed[12:0]k4=0;
reg signed[12:0]k5=0;
reg signed[12:0]k6=0;
reg signed[12:0]k7=0;
reg signed[12:0]k8=0;
reg signed[12:0]k9=0;
reg signed[12:0]temp=0;
reg signed[12:0]temp1=0;
reg [10:0]L1_count=0;
reg[4:0]kernel_count=0;
reg[3:0]mp_count=0;
reg [3:0] state, nextstate;
localparam READY = 4'd0;
localparam INPUT = 4'd1;
localparam CONV = 4'd3;
localparam WRITEL0 = 4'd5;
localparam MAXP = 4'd6;
localparam READL0 = 4'd7;
localparam WRITEL1 = 4'd8;
localparam ENDING = 4'd9;
integer i=0,j=0,r=0,c=0,kc=0,kr=0;
always@(posedge clk or posedge reset)begin
 if(reset) state<=READY;
 else state<=nextstate;
end
always@(posedge clk or posedge reset)begin
 if(reset) begin
  busy<=0;
  mp_count=0;
 end
 else begin
 case(state)
 READY:begin
  if(ready)begin
   busy<=1;
  end
 end
 INPUT:begin
  cwr<=0;
  if(kernel_count!=9)begin
   i<=i+2;
   if(i==4)begin
    j<=j+2;
    i<=0;
    if(j==4) j<=0;
   end
  end
  if(r+i-2<0) kr=0;
  else if (r+i-2>63) kr=63;
  else kr=r+i-2;
  if(c+j-2<0) kc=0;
  else if(c+j-2>63) kc=63;
  else kc=c+j-2;
  case(kernel_count)
  0:begin
   iaddr=64*kc+kr;
  end
  1:begin
   iaddr=64*kc+kr;
   k1=idata;
  end
  2:begin
   iaddr=64*kc+kr;
   k2=idata;
  end
  3:begin
   iaddr=64*kc+kr;
   k3=idata;
  end
  4:begin
   iaddr=64*kc+kr;
   k4=idata;
  end
  5:begin
   iaddr=64*kc+kr;
   k5=idata;
  end
  6:begin
   iaddr=64*kc+kr;
   k6=idata;
  end
  7:begin
   iaddr=64*kc+kr;
   k7=idata;
  end
  8:begin
   iaddr=64*kc+kr;
   k8=idata;
  end
  9:begin
   k9=idata;
  end
  endcase
  if(kernel_count==9) kernel_count<=0;
  else   kernel_count<=kernel_count+1;
 end
 CONV:begin
  cwr<=1; csel<=0;
  caddr_wr<=64*c+r;
  temp<=k5-((k1>>4)+(k2>>3)+(k3>>4)+(k4>>2)+(k6>>2)+(k7>>4)+(k8>>3)+(k9>>4)+13'b0000000001100);
  r<=r+1;
  if(r==63)begin
   c<=c+1;
   r<=0;
  end
 end
 WRITEL0:begin
  if(temp>0) cdata_wr<=temp;
  else cdata_wr<=0;
 end
 READL0:begin
  cwr<=0;
  case(mp_count)
  1:begin
   crd<=1;
   caddr_rd<=64*i+j;
  end
  2:begin
   crd<=1;
   caddr_rd<=64*i+j+1;
   if(cdata_rd>temp1) temp1<=cdata_rd;
   else temp1<=temp1;
  end
  3:begin
   crd<=1;
   caddr_rd<=64*i+j+64;
   if(cdata_rd>temp1) temp1<=cdata_rd;
   else temp1<=temp1;
  end
  4:begin
   crd<=1;
   caddr_rd<=64*i+j+65;
   if(cdata_rd>temp1) temp1<=cdata_rd;
   else temp1<=temp1;
  end
  5:begin
   crd<=0;
   if(cdata_rd>temp1) temp1<=cdata_rd;
   else temp1<=temp1;
  end
  endcase
  mp_count<=mp_count+1;
 end
 MAXP:begin
  if(temp1%(5'b10000)==0) cdata_wr<=temp1;
  else cdata_wr<=((temp1>>4)+1)<<4;
  cwr<=1; csel<=1;
  caddr_wr=L1_count;
  mp_count<=0;
  j<=j+2;
  if(j==62)begin
   j<=0;
   i<=i+2;
  end
  L1_count<=L1_count+1;
 end
 WRITEL1:begin
  csel<=0;
  temp1<=0;
  cwr<=0;
 end
 ENDING:begin
  busy<=0;
 end
 endcase
 end
end
always@(*)begin
 case(state)
 READY:begin
  if(reset) nextstate=READY;
  else begin
   nextstate=INPUT;
  end
 end
 INPUT:begin
  if(kernel_count==9) nextstate=CONV;
  else nextstate=INPUT;
 end
 CONV:begin
  nextstate<=WRITEL0;
 end
 WRITEL0:begin
  if(64*c+r>4095) nextstate=READL0;
  else nextstate=INPUT;
 end
 READL0:begin
  if(mp_count==5) nextstate=MAXP;
  else nextstate=READL0;
 end
 MAXP:begin
  nextstate=WRITEL1;
 end
 WRITEL1:begin
  if(L1_count>1023) nextstate=ENDING;
  else nextstate=READL0;
 end
 ENDING:begin
  nextstate=READY;
 end
 endcase
end
endmodule
==> /design/flow/run.sh <==
#!/bin/bash
# OpenROAD 26Q1-2900-gdf79404cd8, Yosys 0.63+post, stock flow scripts
make -C /OpenROAD-flow-scripts/flow DESIGN_CONFIG=/design/flow/config.mk WORK_HOME=/design/flow/orfs finish
==> /design/flow/config.mk <==
export PLATFORM = sky130hd
export DESIGN_NAME = ATCONV
export DESIGN_NICKNAME = ATCONV
export VERILOG_FILES = /design/flow/design.v
export SDC_FILE = /design/flow/constraint.sdc
export NUM_CORES = 4
export LEC_CHECK = 1
export CORE_UTILIZATION = 40
==> /design/flow/constraint.sdc <==
current_design ATCONV

set clk_period 10.3
set clk_io_pct 0.2

create_clock -name clk0 -period $clk_period [get_ports {clk}]

set non_clock_inputs [all_inputs -no_clocks]
set_input_delay [expr $clk_period * $clk_io_pct] -clock clk0 $non_clock_inputs
set_output_delay [expr $clk_period * $clk_io_pct] -clock clk0 [all_outputs]
==> tab_implementation.tex <==
% Synthesis and place-and-route results
\begin{tabular}{lr}
\hline
Metric & Value \\
\hline
\multicolumn{2}{l}{\textbf{Status}} \\
\quad Outcome & finished clean \\
\multicolumn{2}{l}{\textbf{STA}} \\
\quad Count of endpoints without a timing constraint & 8 \\
\quad Layout Skew & $\sim$0.022 ns \\
\quad Cycle use final & 48.79\% \\
\quad Final-report hold violation count & 0 \\
\quad Slew Viols, Final & 0 \\
\quad Worst slew pin tran & between 1 and 1.5 ns \\
\quad Relative slew margins & roughly 31\% \\
\quad Count of unclocked register or latch pins & 4 \\
\quad Final-report setup violation count & 0 \\
\quad Clock period minus final worst setup slack & approximately 5 ns \\
\quad Sum Neg Setup Slack & 0 ns \\
\quad RSZ-0062 raised after global routing & no \\
\quad Fmax & $\sim$0.20 GHz \\
\multicolumn{2}{l}{\textbf{Pwr}} \\
\quad Worst-case vdd ir drop & roughly 0.11 mV \\
\quad Power density over the cells & $\sim$120 nW/um\^{}2 \\
\quad Static Leak & 10.60 nW \\
\multicolumn{2}{l}{\textbf{Route}} \\
\quad Average wire length per cell after detail routing & roughly 17 microns \\
\quad Wire length after detailed routing & roughly 56,000 microns \\
\quad Drt first pass iters & 6 \\
\quad Vias & approximately 17,000 \\
\quad Via density per instance & 5.262 \\
\quad Number of nets still failing antenna checks after routing & 0 \\
\quad DRC violation total after the first TritonRoute iteration & 1,092 \\
\quad Ant diodes & 0 \\
\quad Final routed DRC violation total & 0 \\
\multicolumn{2}{l}{\textbf{Worst hold path}} \\
\quad Number of stages on the worst hold path & 2 \\
\quad Launch point of the worst hold path & busy\$\_DFFE\_PP0P\_ \\
\quad Hold path endpoint & busy\$\_DFFE\_PP0P\_ \\
\quad Hold crit path type & flip-flop to flip-flop \\
\multicolumn{2}{l}{\textbf{Global routing}} \\
\quad First-pass GRT wire length & between 90,000 and 100,000 microns \\
\quad Pin count of the biggest net entering global routing & approximately 47 \\
\quad Global router's overall resource usage & about 20\% \\
\quad Grt ovf & 0 \\
\quad Antenna violations before repair & 0 \\
\quad Number of global-route vias before repair & 16,787 \\
\multicolumn{2}{l}{\textbf{Logic synthesis}} \\
\quad Yosys stat chip area & roughly 23,000 sq um \\
\quad Number of warnings printed during yosys synthesis & 1 \\
\quad Async S/R FF share, synth & 2.778\% \\
\quad Dominant synthesized flop cell & edfxtp\_1 \\
\quad Number of cells produced by synthesis & roughly 2,300 \\
\quad Combined area of all synthesized cells & about 23,000 sq um \\
\quad Distinct cells, synth & roughly 91 \\
\quad Cell total in the yosys stat output & 2,324 \\
\quad Number of flops mapped to enable cells by yosys & 311 \\
\quad Average cell area after synthesis & between 9 and 10 sq um \\
\quad Flip-flop and latch count after synthesis & 324 \\
\multicolumn{2}{l}{\textbf{Clock tree}} \\
\quad Count of hold buffers inserted by post-cts repair & 0 \\
\quad H-tree Lvls & 2 \\
\quad Root buf cell & clkbuf\_16 \\
\quad Max clock buf depth & 3 \\
\quad Clock-pin slew on the worst setup and hold paths & around 0.06 ns \\
\quad Number of buffers created by CTS & 39 \\
\quad Post-CTS setup buffer count & 0 \\
\quad Clock network latency to the later pin of the worst-skew pair & about 0.57 ns \\
\quad CTS resizes & 0 \\
\quad CTS tree & done \\
\multicolumn{2}{l}{\textbf{Placed design}} \\
\quad Instance area at placement & roughly 25,000 sq um \\
\quad DP HPWL & 43,460 microns \\
\quad Number of buffers inserted by port buffering & 81 \\
\quad RePlAce Congestion & 0.9174 \\
\multicolumn{2}{l}{\textbf{Job}} \\
\quad Max-Cap Viols & 0 \\
\quad Tool warning count & 31 \\
\multicolumn{2}{l}{\textbf{Die}} \\
\quad Die Y & 242.9 microns \\
\quad FP Util & 40.86\% \\
\quad Total Die Area & roughly 59,000 sq um \\
\quad Core outline area & $\sim$57,000 sq um \\
\quad Standard-cell row count & 87 \\
\quad \# IOs & between 80 and 90 \\
\quad Floorplan die width & 242.9 microns \\
\multicolumn{2}{l}{\textbf{Finish}} \\
\quad Layout cell share with drive strength beyond 1 & under 10\% \\
\quad Fillers & 5,224 \\
\quad Post-route core utilization & roughly 46\% \\
\quad Storage cell area & $\sim$9600 sq um \\
\quad Layout-stage area growth over the synthesis result & 13.58\% \\
\quad Area used by multi-input combinational logic & 11,970 sq um \\
\quad Final design area excluding fillers & approximately 26,000 sq um \\
\multicolumn{2}{l}{\textbf{Critical path}} \\
\quad Launching point of the worst reg2reg path & k4[6]\$\_DFFE\_PP\_ \\
\quad Cells on worst reg2reg path & 19 \\
\quad Type of element capturing the critical path & flip-flop \\
\quad Register-to-Register Setup Slack & about 5.3 ns \\
\quad Terminus of the critical flop-to-flop path & temp[12]\$\_DFFE\_PP\_ \\
\quad Source of the critical timing path & k4[6]\$\_DFFE\_PP\_ \\
\quad Type of origin of the critical path & flip-flop \\
\quad CP Data Arrival Time & 5.34 ns \\
\quad Worst EP required & 10.62 ns \\
\quad Category of the critical setup timing path & flip-flop to flip-flop \\
\quad Critical path peak fanout & 2 \\
\hline
\end{tabular}
## cell type report
type,count,area share (%)
Clock inverter,25,1.571
Multi-Input combinational cell,1568,45.40
Inverter,399,5.680
Tap cell,756,3.588
Timing Repair Buffer,96,3.502
Sequential cell,324,36.50
Clock buffer,43,3.758
## worst max-delay path: stages (launching register included)
cell and delay, ns:
edfxtp_1 0.32, inv_1 0.06, fa_1 0.54, inv_1 0.05
fa_1 0.47, fa_1 0.55, inv_1 0.06, fa_1 0.56
fa_1 0.45, ha_1 0.30, a21o_1 0.15, a21oi_1 0.22
o21bai_1 0.09, a21oi_1 0.21, nor2b_1 0.07, o21a_1 0.18
o21ai_0 0.15, nand2b_1 0.07, a21oi_1 0.17, xnor2_1 0.09
## power breakdown
group | leakage [nW] | internal, W | switching, W
clock network | 0.684 | 0.000949 | 0.000563
registers | 2.86 | 0.00143 | 0.00000749
logic | 7.05 | 0.0000674 | 0.0000820
## sequential cells by signal, indices dropped and copies added, names as in the netlist, 12 cells and up
register and cells:
iaddr 12, temp1 13, temp 13, r 32, caddr_wr 12, caddr_rd 12
cdata_wr 13, k5 13, c 32, j 31, i 31
## routing by layer
| layer | wire, microns | GRT usage (%) | share of wire [%] | up-vias |
|---|---|---|---|---|
| li1 | - | - | - | 8346 |
| met1 | 24970 | 30.56 | 45 | 7948 |
| met2 | 25710 | 31.01 | 46 | 529 |
| met3 | 4059 | 5.555 | 7.2 | 74 |
| met4 | 1258 | 4.033 | 2.2 | 0 |
| met5 | 0 | 0 | 0 | - |
## worst max path at each step
stage and to:
4_1_cts temp[12]$_DFFE_PP_, 5_1_grt temp[12]$_DFFE_PP_, 6_report temp[12]$_DFFE_PP_
## cell families (layout without fill, tap and decap cells)
kind of cell    count (synthesis)  in the layout  share of synthesized area (%)
compound gates                420            420                          11.86
xor+xnor                      202            202                          7.621
simple gates                  651            651                          14.11
mux                             9              9                         0.3988
latches                         4              4                         0.2587
flops                         320            320                          41.20
other cells                     2              8                        0.03235
buf+inv                       438            563                          7.217
fa+ha+maj                     278            278                          17.30
## Yosys cell counts, drive strengths merged, types with 14 or more instances
cell	instances	share of area [%]
and3	29	0.79
o21ai	100	2.2
a31oi	21	0.70
a211oi	23	0.74
fa	72	6.2
inv	399	6.5
nand2b	14	0.38
a21o	40	1.3
nor2	141	2.3
nor4	35	0.97
nand4	42	1.2
xnor2	176	6.6
a21oi	106	2.3
nand3	88	1.9
o21bai	16	0.52
nor3	60	1.3
o21a	25	0.81
xor2	26	0.98
nand2	141	2.3
ha	205	11
nor2b	28	0.75
clkbuf	29	0.51
nand3b	14	0.45
edfxtp	311	40
## cells in the final DEF (no fill, tap or decap), types with 16 or more instances in the layout
cell and count:
inv_1 398, clkbuf_16 39, a31oi_1 19, a21oi_1 103
nor2b_1 28, and3_1 28, a211oi_1 21, nand3_1 88
edfxtp_1 311, nor2_1 141, clkdlybuf4s50_1 81, nand2_1 141
a21o_1 39, ha_1 205, xor2_1 26, xnor2_1 176
o21ai_0 96, o21a_1 24, nand4_1 40, o21bai_1 16
fa_1 72, nor4_1 33, nor3_1 59
## through the flow
stage                     total power [W]  hold WS (ns)  worst slack (ns)  instances
final                            0.003099        0.5285             5.275       3211
after global routing             0.003201        0.5444             4.943       3211
after CTS                        0.003142        0.5309             5.236       3211
after detailed placement         0.001614        0.5088             5.271       3143
after global placement           0.001613        0.5037             5.348       3143
after floorplan                  0.001564        0.4504             3.510       2330
Power is estimated from default activity; no workload was simulated.
